`./design.v`:
```
interface dut_if(input clk, rst);
    logic [31:0] A, B;
    logic [31:0] data;
    logic valid, ready;
    modport port_in (input clk, rst, A, B, valid, output ready);
    modport port_out (input clk, rst, output valid, data, ready);
endinterface
module adder(   input logic [31:0] A, B, 
                output logic [31:0] OUT );
    assign OUT = A + B;
endmodule: adder
```
`./run.sh`:
```
#!/bin/bash
# OpenROAD 26Q1-2900-gdf79404cd8, Yosys 0.63+post, stock flow scripts
make -C /OpenROAD-flow-scripts/flow DESIGN_CONFIG=/design/flow/config.mk WORK_HOME=/design/flow/orfs finish
```
`./config.mk`:
```
export PLATFORM = sky130hd
export DESIGN_NAME = adder
export DESIGN_NICKNAME = adder
export VERILOG_FILES = /design/flow/design.v
export SDC_FILE = /design/flow/constraint.sdc
export NUM_CORES = 4
export LEC_CHECK = 1
export CORE_AREA = 10 10 85 85
export DIE_AREA = 0 0 95 95
export SYNTH_HDL_FRONTEND = slang
```
`./constraint.sdc`:
```
current_design adder

set clk_period 14.5
set clk_io_pct 0.2

create_clock -name clk0 -period $clk_period

set non_clock_inputs [all_inputs -no_clocks]
set_input_delay [expr $clk_period * $clk_io_pct] -clock clk0 $non_clock_inputs
set_output_delay [expr $clk_period * $clk_io_pct] -clock clk0 [all_outputs]
```
==> ci_impl_report.md <==
### Yosys + OpenROAD results

| Metric | Value |
|---|---|
| Post-Synthesis Cells | roughly 240 |
| Power density normalized to cell area | roughly 48 mW/mm² |
| Peak VDD IR | slightly below 0.00002 V |
| Ratio of cells with drive above 1 in the final layout | 0.0307 |
| Cell internal power dissipation | around 0.08 mW |
| # rows | 27 |
| Sum of negative setup slack | 0 ps |
| Transition time at the pin with the least slew margin | between 500 and 600 ps |
| Chip Height | roughly 95 µm |
| Ranking of synthesized cells by instance count | ha_1 (31), a21oi_1 (29), a21o_1 (19), nand2_1 (18), xor2_1 (15) |
| Total Routed Length | between 5 and 6 mm |
| Number of antenna violations at the first check in global routing | 0 |
| Result of the run | completed |
| Worst-path maximum fanout | 4 |
| Final Critical Period | just under 9000 ps |
| Routed wirelength normalized by instance count | about 15 µm |
| Maximum number of pins on one net before global-route repair | 11 |
| Half-perimeter wire length after placement | between 5 and 6 mm |
| Core area | about 0.0055 mm² |
| DR vias | between 2000 and 2500 |
| Die outline width | 95 µm |
| Number of warnings reported in the yosys synthesis log | 0 |
| Boundary pin count | around 96 |
| GPL Wtd Cong | between 0.9 and 1 |
| Number of nets still failing antenna checks after routing | 0 |
| Post-synth top area share | 0.222 |
| Setup repair after global routing missed its margin | no |
| # fillers | 552 |
| Crit start category | input pin |
| Hold WS | 6830 ps |
| Most frequent cell after synthesis | ha_1 |
| Number of remaining DRC errors | 0 |
| Max-Slew Margin vs Limit | 0.616 |
| Number of endpoints failing setup at the final stage | 0 |
| Number of hold-slack violations in the final timing report | 0 |
| Antenna diode count | 0 |
| Max-cap violation count | 0 |
| Max Freq | roughly 110 MHz |
| Initial core utilization | 0.319 |
| Leak pwr | between 1 and 1.5 nW |
| Final worst-path cycle share | 0.603 |
| Clkbuf count | 0 |
| First-pass iteration count of the detailed router | 4 |
| Switching portion of total power | 0.396 |
| Yosys Instances | ~240 |
| Synth Cell Area | around 0.0017 mm² |
| Area growth from synthesis to final layout | 57.7% |
| Number of pins exceeding their max-slew limit in the final report | 0 |
| Number of violations reported at the end of detailed-routing iteration 0 | ~52 |
| Number of warnings in the stage logs | 32 |
| Combinational Power Share | 1.000 |
| Highest cell delay on the worst timing path | around 500 ps |
| Cell type with the highest occurrence count on the critical path | clkdlybuf4s50_1 |
| Sequential cell area | 0 µm² |
| Largest delay contributor family on the critical path | AND-OR/OR-AND gates |
| Buffer-and-inverter tally for the worst setup path | 2 |
| Mean Syn Cell Area | between 7 and 8 µm² |
| Cell at the slowest stage of the critical path | clkdlybuf4s50_1 |
| YS chip area | between 0.0015 and 0.002 mm² |
| Distinct cells, synth | around 50 |
| First-pass GRT wire length | around 9.6 mm |
| Combined area of the multi-input logic cells | ~0.0017 mm² |
| Main area contributors | ha_1 (22%), a21oi_1 (8.3%), a21o_1 (8.2%), xor2_1 (7.5%), xnor2_1 (6.5%) |
| Number of post-CTS setup repair buffers | 0 |
| Chip Footprint | between 0.009 and 0.01 mm² |
| Global-route usage over all layers | 0.125 |
| Worst path required time | 11600 ps |
| Hold crit path type | input pin to output port |
| Tot Pwr | 0.133 mW |
| Number of global-route vias before repair | ~2000 |
| PortBufs | 96 |
| Grt ovf | 0 |
| Data arrival time of the worst path | about 5800 ps |
| Quantity of gates resized following cts | 0 |
| Category of the most critical setup path | input pin to output port |
| Flop count | 0 |
| Part of the total power dissipated in sequential elements | 0 |
| Seq/Total Area, Yosys | 0 |
| Cells along the critical path | clkdlybuf4s50_1, ha_1, fa_1, a21o_1, a31o_2, nand3_1, o221ai_1, a311oi_1, o21bai_1, xor2_1, clkdlybuf4s50_1 |
| Sw power | 0.0526 mW |
| Number of hold buffers added after CTS | 0 |
| Leading area contributor after synthesis | ha_1 |
| Worst Setup End Kind | output port |
| Clock network power share | 0 |
| Routed vias/inst | between 5 and 6 |
## cells by family (layout without fill, tap and decap cells)
family	count (synthesis)	in the layout	synth area share
AND-OR/OR-AND	97	97	0.393
XOR/XNOR	28	28	0.141
adder cells (fa/ha/maj)	32	32	0.234
buffers and inverters	17	102	0.0380
multiplexers	2	2	0.0115
AND/OR/NAND/NOR	65	65	0.183
## layer usage
layer	GRT usage	up-vias	routed length, µm
met4	0.00998	0	51
met3	0.0248	4	453
li1	-	1097	-
met2	0.206	62	2500
met1	0.171	906	2790
met5	0	-	0
## power by group through the flow
| stage | sequential (mW) | combinational (mW) | clock (mW) |
|---|---|---|---|
| 6_report | 0 | 0.133 | 0 |
| 5_1_grt | 0 | 0.148 | 0 |
| 4_1_cts | 0 | 0.135 | 0 |
## cells in the final DEF, fill, tap and decap left out, types with 2 or more instances in the layout
master / instances
a21o_1: 19
xor2_1: 15
nor2_1: 12
o211ai_1: 3
mux2i_1: 2
a21oi_1: 29
a311oi_1: 2
o311ai_1: 2
nand2b_1: 2
o21ai_0: 13
nor3_1: 4
nand3_1: 10
a211oi_1: 3
nand2_1: 18
a31oi_1: 3
inv_1: 6
xnor2_1: 13
clkdlybuf4s50_1: 96
ha_1: 31
nand4_1: 8
or2_2: 3
o21a_1: 2
o221ai_1: 2
o21bai_1: 4
## metrics by stage
step | std cells | utilization | cell area (µm²) | setup slack, ps
finish | 398 | 0.503 | 2750 | 5760
global placement | 398 | 0.503 | 2750 | 5790
floorplan | 241 | - | 1740 | 6870
global route | 398 | 0.503 | 2750 | 5540
CTS | 398 | 0.503 | 2750 | 5750
detailed placement | 398 | 0.503 | 2750 | 5760
## final timing paths
check	from	endpoint	slack, ps	depth (start not counted)
max	A[0]	OUT[26]	5760	11
min	B[0]	OUT[0]	6830	3
## layout make-up
type / count / share of cell area
well taps: 72 / 0.0327
multi-input cells: 224 / 0.610
repair buffers: 96 / 0.349
inverters: 6 / 0.00819
Power and IR drop assume default switching activity.
